**./design.v**
```verilog
`timescale 1ns / 1ps
module shift_operator(
input clk,
input [7:0] d_in,
input reset_n,
input shift_n,
input load_n,
output reg [7:0] q_out
);
always @(posedge clk, negedge reset_n)
begin
if(!reset_n)
begin
q_out <= 'b0;
end
else if(load_n)
q_out <= d_in;
else 
begin
    if(!shift_n)
        q_out <= {q_out[6:0],1'b0};
    else 
        q_out <= {1'b0,q_out[7:1]};
end
end
endmodule
```
**./config.mk**
```make
export PLATFORM = sky130hd
export DESIGN_NAME = shift_operator
export DESIGN_NICKNAME = shift_operator
export VERILOG_FILES = /design/flow/design.v
export SDC_FILE = /design/flow/constraint.sdc
export NUM_CORES = 4
export LEC_CHECK = 1
export CORE_AREA = 10 10 70 70
export DIE_AREA = 0 0 80 80
```
**./constraint.sdc**
```tcl
current_design shift_operator

set clk_period 1.0
set clk_io_pct 0.2

create_clock -name clk0 -period $clk_period [get_ports {clk}]

set non_clock_inputs [all_inputs -no_clocks]
set_input_delay [expr $clk_period * $clk_io_pct] -clock clk0 $non_clock_inputs
set_output_delay [expr $clk_period * $clk_io_pct] -clock clk0 [all_outputs]
```
**./run.sh**
```bash
#!/bin/bash
# OpenROAD 26Q1-2900-gdf79404cd8, Yosys 0.63+post, stock flow scripts
make -C /OpenROAD-flow-scripts/flow DESIGN_CONFIG=/design/flow/config.mk WORK_HOME=/design/flow/orfs finish
```
==> ci_impl_report.md <==
### Yosys + OpenROAD results

| Metric | Value |
|---|---|
| Status | finished, final reports clean |
| Clk pin slew, worst setup/hold paths | approximately 0.05 ns |
| First-pass GRT wire length | around 1700 um |
| Chip Area, Yosys | around 360 um2 |
| Initial antenna violation count | 0 |
| I/O pins | 20 |
| Final tally of hold violations | 0 |
| DRT antenna net count | 0 |
| # clock sinks | 8 |
| Via count | approximately 340 |
| Port Buffer Count | 19 |
| Largest Register | q_out |
| Max clock buf depth | 2 |
| Cycle use final | a little over nine tenths |
| Clk latency late pin | ~0.25 ns |
| Via density | about 3.1 |
| Flops after synth | 8 |
| Worst Setup Start Kind | flop |
| Total CTS buffers | 3 |
| GRT overflow | 0 |
| Post-Synthesis Cells | 34 |
| Pin count of the biggest net entering global routing | 17 |
| Max reg flops | 8 |
| Top cell excl fill/tap | clkdlybuf4s50_1 |
| Die area | 0.00640 mm2 |
| Largest regs | q_out x8 |
| Pwr Density | 1240 mW/mm2 |
| Distinct lib cells | 7 |
| Final slew viol count | 0 |
| Syn Area/Cell | between 10 and 15 um2 |
| CTS tree | built |
| RR Endpoint | q_out[2] |
| CP max stage cell | dfrtp_1 |
| Core Footprint | 0.00342 mm2 |
| R2R setup slack | 0.14 ns |
| Post-Place Cell Area | around 660 um2 |
| Layout overhead on the synthesized area | 80.0% |
| DRC errors left | 0 |
| Leak Pwr | between 0.3 and 0.4 nW |
| Worst R2R Path Depth | 3 |
| Die width | approximately 80 um |
| Top Layout Cells | 10 x clkdlybuf4s50_1, 9 x nand2_1, 8 x buf_2, 8 x dfrtp_1 |
| Mapped Area | 363 um2 |
| CTS root buffer | clkbuf_4 |
| Post-CTS Hold Buffers | 0 |
| CP bufs+invs | 1 |
| Max cap viols | 0 |
| WP data arrival | 0.74 ns |
| Slew headroom | between 70% and 80% |
| DP Cell Count | roughly 110 |
| Die span in y | around 80 um |
| Vias in the first global route | between 300 and 400 |
| Worst min-delay path class | in2async |
| Finished Layout Cells | 108 |
| Synth warnings | 1 |
| Routed wire length | roughly 1100 um |
| GRT Resource Usage Total | roughly 3.4% |
| Core Rows | 21 |
| Critical path's top delay family | flip-flops |
| Kind of critical path | reg2out |
| Wirelength per Cell | 9.96 um |
| Cells along the critical path | buf_2 |
| Clock period minus worst slack | ~0.94 ns |
| Drt pass-1 iters | 3 |
| Final core utilization | roughly a fifth |
| Yosys Instances | 34 |
| H-tree depth | 1 |
| # diodes | 0 |
| CP Max Fanout | 2 |
| CP endpoint kind | primary output |
| Final instance area | 653 um2 |
| Delay of the slowest critical-path stage | about 0.37 ns |
| Worst IR drop on VDD | 0.229 mV |
| RSZ-0062 raised after global routing | no |
| Starting DRC count in detailed routing | 11 |
| DP Wirelength | between 800 and 900 um |
| Tightest Pin Transition | between 0.3 and 0.4 ns |
| Log Warnings | 25 |
| Worst clock skew | 0.000444 ns |
| RD Place Congestion | just under 0.7 |
| Seq/Total Area, Yosys | 55.2% |
| Share of cells above drive strength 1 | between 30 and 40% |
| Initial core utilization | a little over a tenth |
| Worst path required time | ~0.8 ns |
| FMAX | ~1100 MHz |
| Final setup violation count | 0 |
| Filler Cell Count | about 380 |
| Worst r2r src | q_out[1] |
| Total Power | 0.807 mW |
[report_power, final]
part / switching (mW) / internal, mW
logic: 0.0672 / 0.127
clock network: 0.107 / 0.137
registers: 0.0144 / 0.355
[cell usage after synthesis]
cell type / number / area share, %
buf_6: 2 / 6.2
o21ai_1: 6 / 8.3
nand2_1: 9 / 9.3
nand2b_1: 1 / 1.7
dfrtp_1: 8 / 55
mux2i_1: 6 / 17
o21ai_0: 2 / 2.8
[how the worst max path moves through the flow]
stage	from	slack, ns	depth (start not counted)	end
after global routing	q_out[3]	0.01	1	q_out[3]
after CTS	shift_n	0.02	4	q_out[1]
final	q_out[6]	0.06	1	q_out[6]
[layout make-up]
class / instances / area, um2 / area share, %
Clock buffer: 3 / 22.5 / 3.45
Multi-Input combinational cell: 24 / 144 / 22.0
Sequential cell: 8 / 200 / 30.7
Tap cell: 46 / 57.6 / 8.81
Timing Repair Buffer: 27 / 229 / 35.1
[kinds of logic (layout without fill, tap and decap cells)]
kind of cell,count (synthesis),after routing,share of synthesized area [%]
and+or+nand+nor,10,10,11.0
muxes,6,6,16.6
buffers and inverters,2,30,6.21
DFF,8,8,55.2
AOI/OAI and AO/OA,8,8,11.0
[metrics by stage]
step	hold WS, ns	setup slack [ns]	setup TNS, ns
after global placement	0.501	-0.230	-1.66
final	0.224	0.0599	0
after detailed placement	0.504	-0.230	-1.57
after floorplan	-0.0956	0.335	0
after CTS	0.233	0.0230	0
after global routing	0.231	0.0150	0
[metal layers]
layer  track usage, %  up-vias  part of all wire, %
met5                0        -                    0
met4             1.41        0                  2.5
met3             1.36        2                  8.3
met2             6.18        9                   54
met1             3.18      153                   36
li1                 -      173                    -
[repair_timing]
item / CTS / global route
hold endpoints to repair: 0 / 0
buffers inserted: 0 / 0
endpoints found under the setup margin: 8 / 4
pin swaps: 0 / 1
gates resized: 26 / 3
Power is estimated from default activity; no workload was simulated.
