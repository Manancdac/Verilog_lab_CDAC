`design/flow/design.v`:
```
`timescale 1ns / 1ps
module mealy_10101_seq_dect(
input d_in,
input clk,
input reset_n,
output reg q_out);
reg [2:0] ps,ns;
parameter s0 = 3'b000;
parameter s1 = 3'b001;
parameter s2 = 3'b010;
parameter s3 = 3'b011;
parameter s4 = 3'b100;
always @ (posedge clk, negedge reset_n)
begin
    if(!reset_n)
    ps <= s0;
    else
    ps <= ns;
end
always @ *
begin
    case(ps)
    s0:
    begin
    if(d_in)
        ns = s1;
    else
        ns = s0;
    end
    s1:
    begin
    if(d_in)
        ns = s1;
    else
        ns = s2;
    end 
    s2:
    begin
    if(d_in)
        ns = s3;
    else
        ns = s0;
    end
    s3:
    begin
    if(d_in)
        ns = s1;
    else
        ns = s4;
    end
    s4:
    begin
    if(d_in)
        ns = s1;
    else
        ns = s0;
    end
    default:ns = s0;
    endcase
end
always @ *
begin
    case(ps)
    s0:q_out = 'b0;
    s1:q_out = 'b0;
    s2:q_out = 'b0;
    s3:q_out = 'b0;
    s4:
    begin
        if (d_in)
            q_out = 'b1;
        else
            q_out = 'b0;
    end
    default:q_out = 'b0;
    endcase
end
endmodule
```
`design/flow/run.sh`:
```
#!/bin/bash
# OpenROAD 26Q1-2900-gdf79404cd8, Yosys 0.63+post, stock flow scripts
make -C /OpenROAD-flow-scripts/flow DESIGN_CONFIG=/design/flow/config.mk WORK_HOME=/design/flow/orfs finish
```
`design/flow/config.mk`:
```
export PLATFORM = sky130hd
export DESIGN_NAME = mealy_10101_seq_dect
export DESIGN_NICKNAME = mealy_10101_seq_dect
export VERILOG_FILES = /design/flow/design.v
export SDC_FILE = /design/flow/constraint.sdc
export NUM_CORES = 4
export LEC_CHECK = 1
export CORE_AREA = 10 10 70 70
export DIE_AREA = 0 0 80 80
```
`design/flow/constraint.sdc`:
```
current_design mealy_10101_seq_dect

set clk_period 1.1
set clk_io_pct 0.2

create_clock -name clk0 -period $clk_period [get_ports {clk}]

set non_clock_inputs [all_inputs -no_clocks]
set_input_delay [expr $clk_period * $clk_io_pct] -clock clk0 $non_clock_inputs
set_output_delay [expr $clk_period * $clk_io_pct] -clock clk0 [all_outputs]
```
==> flow_metrics.env <==
# yosys + openroad results
export IMPL_cts_tree="built"
export IMPL_vias=128
export IMPL_finalCritPeriodShare_pct=95.7
export IMPL_drc_errors=0
export IMPL_power_density_nw_per_um2=1480
export IMPL_ctsHtreeMaxLevel=1
export IMPL_ys_warn_count=1
export IMPL_drt_iter0_drc=6
export IMPL_wl_met2_um=106
export IMPL_globalRoute_totalOverflow=0
export IMPL_hold_violations=0
export IMPL_drive_gt1_share_pct=36.4
export IMPL_grt_pass1_wl_um=607
export IMPL_numCtsBuffers=3
export IMPL_r2r_end="ps[3]"
export IMPL_slew_headroom_pct=85.5
export IMPL_yosysChipArea_sq_um=171
export IMPL_fin_crit_ps=1050
export IMPL_area_leaders="dfrtp_1, dfstp_2, and2_1"
export IMPL_avgSynthCellArea_sq_um=14.3
export IMPL_dpl_cell_area_sq_um=274
export IMPL_track_usage_pct=1.35
export IMPL_startpoint="ps[1]"
export IMPL_top_cell="dfrtp_1"
export IMPL_ioPinCount=4
export IMPL_cp_slowest_cell="dfrtp_1"
export IMPL_netlist_area_sq_um=171
export IMPL_start_kind="flop"
export IMPL_edf_count=0
export IMPL_outcome="completed"
export IMPL_wl_met1_um=171
export IMPL_setup_tns_final_ps=0
export IMPL_top_cell_area_share_pct=58.4
export IMPL_gp_congestion=0.656
export IMPL_p_leak_nw=0.127
export IMPL_largestRegisters="ps x5"
export IMPL_cts_max_path_buffers=2
export IMPL_path_cells="and2_1 > buf_2"
export IMPL_ys_ff=5
export IMPL_setup_worst_path_class="reg2out"
export IMPL_peakVddDrop_mv=0.209
export IMPL_grt_pass1_vias=138
export IMPL_crit_arrival_ps=830
export IMPL_rr_worst_depth=3
export IMPL_fp_util_pct=5.02
export IMPL_synth_main_ff_cell="dfrtp_1"
export IMPL_die_y_um=80
export IMPL_largest_register="ps"
export IMPL_ys_async_sr_fraction_pct=100
export IMPL_cts_sinks=5
export IMPL_worst_setup_path_end_kind="output pin"
export IMPL_finalInstanceArea_sq_um=302
export IMPL_clkLatencyLatePin_ps=240
export IMPL_max_freq_mhz=950
export IMPL_num_antenna_cells=0
export IMPL_skew_ps=5.72
export IMPL_critPathMaxStageDelay_ps=360
export IMPL_ys_cells=12
export IMPL_antenna_found_initial=0
export IMPL_r2r_start="ps[1]"
export IMPL_finalMaxSlewViolations=0
export IMPL_r2r_slack_ps=60
export IMPL_portBuffers=3
export IMPL_hold_class="in2async"
export IMPL_netlist_top_cell_by_area="dfrtp_1"
export IMPL_drtAntennaViolNets=0
export IMPL_top_layer_used="met3"
export IMPL_area_delta_synth_final_pct=75.9
export IMPL_utilization_pct=8.83
export IMPL_setup_violations=0
export IMPL_warnings=25
export IMPL_routed_wl_met3_um=69
export IMPL_power_total_mw=0.446
export IMPL_synthCells=12
export IMPL_synthTopCellsByCount="dfrtp_1, and2_1, nor2b_1"
export IMPL_chipWidth_um=80
export IMPL_rsz0062_at_grt="false"
export IMPL_synth_cell_types=7
export IMPL_max_cap_violations=0
export IMPL_clkTransAtPathRegs_ps=50
export IMPL_die_area_sq_um=6400
export IMPL_cts_root_buf="clkbuf_4"
export IMPL_ys_seq_share_pct=73.7
export IMPL_critPathMaxFanout=2
export IMPL_wl_um=347
export IMPL_tightest_slew_ps=216
export IMPL_firstDrtPassIters=2
export IMPL_num_rows=21
export IMPL_largest_reg_flops=5
export IMPL_routedWlPerCell_um=5.10
export IMPL_cp_required_ps=880
export IMPL_coreArea_sq_um=3420
export IMPL_grt_max_degree=6
export IMPL_viasPerCell=1.88
logic make-up after synthesis:
kind of cell    Yosys count  share of synthesized area (%)
simple gates              6                           19.7
flops                     5                           73.7
compound gates            1                           6.57
worst max-delay path by stage:
stage                    to  slack, ps  cells past startpoint
after CTS             ps[3]        0.5                      3
after global routing  q_out         20                      2
final                 q_out         50                      2
per-stage QoR:
stage	hold slack [ps]	cells	setup slack [ps]
after floorplan	-75.6	12	229
after global placement	444	63	-389
after detailed placement	450	63	-397
after CTS	189	68	0.505
after global routing	204	68	19.0
final	191	68	47.7
placed cells by master, fill, tap and decap left out:
cell type / instances
o41a_1: 1
buf_4: 3
clkdlybuf4s50_1: 1
nor2b_1: 2
and2_1: 2
nor3_1: 1
clkbuf_1: 1
dfstp_2: 1
dfrtp_1: 4
buf_2: 1
dlygate4sd2_1: 1
nor2_1: 1
clkbuf_4: 3
timing repair:
item                                    4_1_cts  5_1_grt
gates resized                                 4        0
hold buffers                                  0        0
buffers inserted                              1        0
pin swaps                                     1        1
endpoints found under the setup margin        1        1
where the power goes:
part	internal (mW)	switching [mW]	total, mW
Combinational	0.0179	0.0114	0.0293
Clock	0.137	0.0751	0.212
Sequential	0.199	0.00535	0.204
Total	0.354	0.0918	0.446
routing by layer:
| metal | vias to the layer above | global-route usage [%] |
|---|---|---|
| met2 | 6 | 1.52 |
| met5 | - | 0 |
| met4 | 0 | 0.352 |
| met3 | 0 | 2.27 |
| li1 | 61 | - |
| met1 | 61 | 1.14 |
cell type report:
class                           count  area [sq um]
Fill cell                         398          3110
Sequential cell                     5           126
Tap cell                           46          57.6
Timing Repair Buffer                6          46.3
Multi-Input combinational cell      7          45.0
Clock buffer                        4          26.3
worst max-delay path, delay by kind of cell, from the launching register on:
family	cells	cell delay [ps]
buf+inv	1	100
flops	1	360
simple gates	1	130
Power and IR drop assume default switching activity.
